$ cat run.sh
#!/bin/bash
# OpenROAD 26Q1-2900-gdf79404cd8, Yosys 0.63+post, stock flow scripts
make -C /OpenROAD-flow-scripts/flow DESIGN_CONFIG=/design/flow/config.mk WORK_HOME=/design/flow/orfs finish
$ cat config.mk
export PLATFORM = sky130hd
export DESIGN_NAME = top_light_v2
export DESIGN_NICKNAME = top_light_v2
export VERILOG_FILES = /design/flow/design.v
export SDC_FILE = /design/flow/constraint.sdc
export NUM_CORES = 4
export LEC_CHECK = 1
export CORE_UTILIZATION = 40
$ cat constraint.sdc
current_design top_light_v2

set clk_period 9.3
set clk_io_pct 0.2

create_clock -name clk0 -period $clk_period [get_ports {clk}]

set non_clock_inputs [all_inputs -no_clocks]
set_input_delay [expr $clk_period * $clk_io_pct] -clock clk0 $non_clock_inputs
set_output_delay [expr $clk_period * $clk_io_pct] -clock clk0 [all_outputs]
$ cat design.v
module clk_divider #(parameter DIVISOR = 50000000)
						  (clk_in, res_n, clk_out);
input logic clk_in, res_n;
output logic 		clk_out;
logic [40:0]		  count;
always_ff @(posedge clk_in or negedge res_n) begin
	if (!res_n) begin
		count <= 0;
		clk_out <= 0;
	end
	else if (count == (DIVISOR/2)) begin
		count <= 0;
		clk_out <= ~clk_out;
	end
	else
		count <= count + 1'b1;
end
endmodule
module debouncer #(parameter DELAY = 1000000)
						(clk, res_n, in, out);
input logic clk, res_n, in;
output logic 			  out;
logic 		 				en;
logic 			    [2:0] w;
logic 				  Q0, Q1;
shift_reg_right U1(.clk( clk ), .D( in ), .F( w[0] ));
clk_divider #(.DIVISOR(DELAY))
U2(.clk_in( clk ), .res_n( res_n ), .clk_out( en ));
my_DFF U3(.clk( clk ), .en( en ), .res_n( res_n ), .D( w[0] ), .Q( w[1] ));
my_DFF U5(.clk( clk ), .en( en ), .res_n( res_n ), .D( w[1] ), .Q( w[2] ));
my_DFF U6(.clk( clk ), .en( en ), .res_n( res_n ), .D( w[2] ), .Q( Q0 ));
my_DFF U7(.clk( clk ), .en( en ), .res_n( res_n ), .D( Q0 ), .Q( Q1 ));
assign out = Q0 & ~Q1;
endmodule
module my_DFF (clk, en, res_n, D, Q);
input logic clk, en, res_n, D;
output logic 					 Q;
always_ff @(posedge clk or negedge res_n) begin
	if (!res_n)
		Q <= 0;
	else begin
		if (en)
			Q <= D;
	end
end
endmodule
module shift_reg_right (clk, D, F);
input logic	  clk, D;
output logic [3:0] F;
always_ff @(posedge clk)
	F <= {F[2:0], D};
endmodule
module top_light_v2 (clk, res_n, D, Q0, Q1, Q2);
input logic  clk, res_n, D;
output logic 	 Q0, Q1, Q2;
traffic_light_v2 U (.clk( clk ), .res_n( res_n ), .button ( ~D ),
						  .Q0( Q0 ), .Q1( Q1 ), .Q2( Q2 ));
endmodule
module traffic_light_v2 (clk, res_n, button, Q0, Q1, Q2);
input logic  clk, res_n;
input logic 	  button;
output logic Q0, Q1, Q2;
typedef enum logic [1:0] {RED = 2'b00, GREEN, YELLOW} state_t;
state_t state, nextstate;
logic [1:0]		 		  w;
logic [5:0]			 delay;
logic [1:0] delay_yellow;
logic 				 ready;
logic					 pulse;
clk_divider #(.DIVISOR(6))  
U1 (.clk_in( clk ), .res_n( res_n ), .clk_out( w[0] ));
debouncer #(.DELAY(2))  
U2(.clk( clk ), .res_n( res_n ), .in( button ), .out( w[1] ));
always_ff @(posedge clk or negedge res_n) begin
	if (!res_n)
		state <= RED;
	else
		state <= nextstate;
end
always_comb begin
	case(state)
		RED: begin
			if (delay == 40)
				nextstate = YELLOW;
			else if (w[1] && delay < 37)
				nextstate = YELLOW;
			else
				nextstate = RED;
		end
		GREEN: begin
			if (delay == 60)
				nextstate = YELLOW;
			else
				nextstate = GREEN;
		end
		YELLOW: begin
			if (delay_yellow == 3 && delay == 40)
				nextstate = GREEN;
			else if (delay_yellow == 3)
				nextstate = RED;
			else
				nextstate = YELLOW;
		end
		default: nextstate = RED;
	endcase
end
always_ff @(posedge w[0] or negedge res_n) begin
	if (!res_n) begin
		delay <= 0;
		delay_yellow <= 0;
	end
	else begin
		if (state == YELLOW)
			delay_yellow <= delay_yellow + 1'b1;
		else
			delay <= delay + 1'b1;
		if (delay_yellow == 3)
			delay_yellow <= 0;
		if (delay == 60)
			delay <= 0;
		if (ready)
			delay <= 40;
	end
end
always_ff @(posedge clk or negedge res_n) begin
	if (!res_n)
		ready <= 0;
	else
		if (w[1] && delay < 37)
			ready <= 1;
		else if (state == GREEN)
			ready <= 0;
		else
			ready <= ready;
end
always_ff @(posedge w[0] or negedge res_n) begin
	if (!res_n)
		pulse <= 1;
	else begin
		if (delay < 60 && delay > 55)
			pulse <= ~pulse;
		else
			pulse <= 1;
	end
end
assign Q0 = (state == RED) ? 1 : 0;
assign Q1 = pulse && (state == GREEN) ? 1 : 0;
assign Q2 = (state == YELLOW) ? 1 : 0;
endmodule
==> results.cfg <==
; synthesis and place-and-route metrics
[logic_synthesis]
ys_sh_aoi_pct = 1.38
simple_gate_share_pct = 25.7
ys_seq_share_pct = 52.3
synthCells = 454
mux_area_share_pct = 1.15
top_area_cell = dfrtp_1
ys.flops = 102
yosys_cells = 454
ys_sh_xor_pct = 15.4
ys_area_um2 = 4880
adder_share_pct = 1.80
syn_area_per_cell_um2 = 10.7
synth-warning-count = 6
netlist_area_um2 = 4880
top_area_share_pct = 50.8
logic_family = simple AND/OR/NAND/NOR gates
synthTopCellsByArea = dfrtp_1, xor2_1, xnor2_1
synth.distinct_cells = 40

[route]
viasPerCell = 5.46
ant_nets = 0
m1WireLength_mm = 4.68
n_antenna_cell = 0
wl_mm = 8.79
wl_met2_mm = 3.67
top_layer = met4
wire_per_inst_um = 14.4
vias = 3327
firstDrtPassIters = 4
initialDrtViolationCount = 178
drc = 0
wl_met3_um = 286

[worst_setup_path]
worstPathCellList = clkdlybuf4s50_1
slowest_stage = clkdlybuf4s50_1
max_stage_delay_ps = 520
critPathBufInv = 1
end_kind = primary output
cp-startpoint = U.state[1]$_DFF_PN0_
cp-start-kind = flip-flop
critPathMaxFanout = 9
crit_family = buffers and inverters
rr_startpoint = U.U2.U2.count[0]$_DFF_PN0_
required_ps = 7440
crit_type = flip-flop to primary output
worst-endpoint-arrival_ps = 1360

[global_routing]
antenna_found_initial = 0
grt_pass1_wl_mm = 15.7
grt_max_degree = 60
grt_pass1_vias = 3307
grt-ovfl-total = 0
grt_util_all_layers_pct = 15.7

[pwr]
swShare_pct = 20.4
irDropWorstVdd_v = 0.0000824
power_frac_seq_pct = 51.9
powerDensity_nw_per_um2 = 146
power_frac_clock_pct = 46.7
combinationalPowerShare_pct = 1.4
p_sw_uw = 160
intPower_uw = 624
leakage_nw = 2.43

[sta]
finClkSkew_ps = 6.44
fin_crit_sh_pct = 34.6
slew_headroom_pct = 42.1
drv_slew = 0
unclocked_regs = 9
setup_viol = 0
tns_ps = 0
clock.fmax_mhz = 311
finalHoldViolCount = 0
max_slew.worst_pin.slew_ps = 862
rsz0062_at_grt = false
fin_crit_ps = 3220
untimed_endpoints = 9

[cts]
root_buffer = clkbuf_16
cts_resized = 0
clk_latency_ps = 340
cts_tree = yes
cts_buffers = 9
postCtsSetupBuffers = 0
cts_hold_buf = 0
cts_buffer_depth = 2
htreeDepth = 3
clk_pin_slew_worst_paths_ps = 60

[flow_run]
maxCapViolations = 0
warnings = 28

[worst_hold_path]
hp-class = flip-flop to flip-flop
min_from = U.U1.count[40]$_DFF_PN0_

[die]
die_area_um2 = 12600
dieWidth_um = 112
ios = 6
fp.dieH_um = 112
row_count = 39
core_um2 = 11700
fp_util_pct = 41.8

[finish]
lay_top_cells = dfrtp_1, xor2_1, xnor2_1
layout_top_cell = dfrtp_1
utilization_pct = 46.1
syn2layout_area_growth_pct = 10.1
fillCellCount = 1037
fin_area_um2 = 5370
drive_gt1_share_pct = 7.73

[placed_design]
place_hpwl_mm = 5.98
port_buffers = 5
place_area_um2 = 5070
gp_congestion = 0.833

[status]
status = complete, no violations
stage by stage:
stage	cells	hold slack, ps	worst slack [ps]	power [mW]
floorplan	454	439	6940	0.416
global placement	593	460	6230	0.426
detailed placement	593	458	6210	0.426
CTS	609	472	6070	0.795
global route	609	484	6020	0.815
finish	609	465	6080	0.784
layer usage:
layer  up-vias  global-route usage [%]
met2        58                    22.2
met4         0                    2.58
met5         -                       0
met1      1617                    26.6
li1       1633                       -
met3        19                    2.75
cell usage after synthesis, drive strengths merged:
library cell / number
and4b: 1
o31a: 1
nor3: 26
or4b: 1
xor2: 46
buf: 3
nand4: 26
inv: 16
nor4b: 3
and3: 7
xnor2: 40
o21bai: 1
nor2: 27
dfrtp: 99
nor4: 31
or2: 1
nor4bb: 1
nand2: 30
and4: 15
dfxtp: 1
or3: 3
ha: 7
nand2b: 1
nor3b: 1
clkbuf: 8
and2: 2
nor2b: 3
a221o: 1
nand4bb: 1
a21oi: 2
o21ai: 5
or4: 2
o22ai: 1
dfstp: 2
mux2: 5
nand3: 34
final timing paths:
path / slack (ps) / cells past startpoint / to
min in group asynchronous: 1500 / 1 / U.U1.count[3]$_DFF_PN0_
worst max-delay path: 6080 / 1 / Q2
max in group asynchronous: 6650 / 2 / U.U2.U2.count[13]$_DFF_PN0_
worst min-delay path: 470 / 1 / U.U1.count[40]$_DFF_PN0_
worst min register to register: 470 / 1 / U.U1.count[40]$_DFF_PN0_
worst max register to register: 7100 / 5 / U.U2.U2.count[36]$_DFF_PN0_
cell families after synthesis:
kind of cell,after synthesis
flops,102
xor+xnor,86
fa+ha+maj,7
compound gates,11
mux,5
simple gates,216
buf+inv,27
sequential cells by signal, indices dropped and copies added, names as in the netlist, 2 cells and up:
name,cells
U.delay,6
U.U1.count,41
U.U2.U2.count,41
U.delay_yellow,2
U.state,3
final cells by class:
| class | instances | area, um2 | share of cell area (%) |
|---|---|---|---|
| Timing Repair Buffer | 7 | 62.6 | 1.16 |
| Inverter | 16 | 60.1 | 1.12 |
| Clock inverter | 5 | 60.1 | 1.12 |
| Sequential cell | 102 | 2550 | 47.5 |
| Tap cell | 143 | 179 | 3.33 |
| Clock buffer | 11 | 243 | 4.52 |
| Multi-Input combinational cell | 325 | 2220 | 41.3 |
power groups by stage:
stage | clock network [mW] | registers, mW | logic [mW]
final | 0.366 | 0.407 | 0.0110
after CTS | 0.377 | 0.407 | 0.0117
after global routing | 0.395 | 0.407 | 0.0132
Power figures rest on the tool's default switching activity, not on a simulated workload.
