File: /design/flow/config.mk
export PLATFORM = sky130hd
export DESIGN_NAME = musec2
export DESIGN_NICKNAME = musec2
export VERILOG_FILES = /design/flow/design.v
export SDC_FILE = /design/flow/constraint.sdc
export NUM_CORES = 4
export LEC_CHECK = 1
export CORE_UTILIZATION = 30
File: /design/flow/constraint.sdc
current_design musec2

set clk_period 6.1
set clk_io_pct 0.2

create_clock -name clk0 -period $clk_period [get_ports {clk}]

set non_clock_inputs [all_inputs -no_clocks]
set_input_delay [expr $clk_period * $clk_io_pct] -clock clk0 $non_clock_inputs
set_output_delay [expr $clk_period * $clk_io_pct] -clock clk0 [all_outputs]
File: /design/flow/design.v
module musec2(input clk, input rb, output buzzer, output [7:0] segs, output [3:0] bits);  
	parameter init = 0;
	parameter play = 1;
	reg state;  
	reg [32:0] beat_cnt;  
	reg [16:0] tone_cnt; 
	reg [16:0] tone_value;  
	reg buzz;
	reg [16:0] cur;  
	reg silence, short, stop;  
	reg [7:0] s;  
	reg [3:0] b;  
	reg [32:0] ctr;  
	reg [1:0] st;  
	assign buzzer = buzz;
	assign segs = s;
	assign bits = b;
	always @(posedge clk) begin  
		ctr = ctr + 1;
		st = ctr[24:23];   
		if (st == 2'b00) begin  
			s = 8'b00000011;
			b = 4'b0111;
		end
		else if (st == 2'b01) begin  
			s = 8'b11100011;
			b = 4'b1011;
		end
		else if (st == 2'b10) begin   
			s = 8'b01100001;
			b = 4'b1101;
		end
		else if (st == 2'b11) begin  
			s = 8'b01000011;
			b = 4'b1110;
		end
	end
	always @(posedge clk or posedge rb) begin  
	if(rb) begin  
		state = init;
		buzz=1;
		cur = 0;
		stop = 0;
		end
	else
		case(state)
			init : begin
				silence = 0;
				short = 0;
				beat_cnt = 0;
				tone_cnt = 0;
				buzz = 0;
				state = play;
				if(cur == 0) begin 
					tone_value = 8450;  
				end
				if(cur == 1) begin 
					tone_value = 7595; 
					short = 1;  
				end
				if(cur == 2) begin 
					silence = 1;  
				end
				if(cur == 3) begin 
					tone_value = 7595; 
					short = 1; 
				end
				if(cur == 4) begin 
					tone_value = 8450; 
				end
				if(cur == 5) begin 
					tone_value = 7595; 
					short = 1;  
				end
				if(cur == 6) begin 
					silence = 1;  
				end
				if(cur == 7) begin 
					tone_value = 7595; 
					short = 1; 
				end
				if(cur == 8) begin 
					tone_value = 8450;  
				end
				if(cur == 9) begin 
					tone_value = 7160; 
					short = 1;  
				end
				if(cur == 10) begin 
					silence = 1;  
				end
				if(cur == 11) begin 
					tone_value = 7160; 
					short = 1; 
				end
				if(cur == 12) begin 
					tone_value = 8450;  
				end
				if(cur == 13) begin 
					tone_value = 7160; 
					short = 1;  
				end
				if(cur == 14) begin 
					silence = 1;  
				end
				if(cur == 15) begin 
					tone_value = 7160; 
					short = 1; 
				end
				if(cur == 16) begin 
					tone_value = 8450;  
				end
				if(cur == 17) begin 
					tone_value = 6375; 
					short = 1;  
				end
				if(cur == 18) begin 
					silence = 1;  
				end
				if(cur == 19) begin 
					tone_value = 6375; 
					short = 1; 
				end
				if(cur == 20) begin 
					tone_value = 8450;  
				end
				if(cur == 21) begin 
					tone_value = 6375; 
					short = 1;  
				end
				if(cur == 22) begin 
					silence = 1;  
				end
				if(cur == 23) begin 
					tone_value = 6375; 
					short = 1; 
				end
				if(cur == 24) begin 
					tone_value = 5680; 
					short = 1;  
				end
				if(cur == 25) begin 
					silence = 1;  
				end
				if(cur == 26) begin 
					tone_value = 6375; 
					short = 1;  
				end
				if(cur == 27) begin 
					silence = 1;  
				end
				if(cur == 28) begin 
					tone_value = 7160; 
					short = 1;  
				end
				if(cur == 29) begin 
					silence = 1;  
				end
				if(cur == 30) begin 
					tone_value = 7595; 
					short = 1;  
				end
				if(cur == 31) begin 
					silence = 1; 
					if (!stop) begin  
						cur = 0; 
						stop = 1; 
					end
				end
				if(cur == 32) begin  
					tone_value = 8450;  
				end
				if(cur > 32) begin  
					silence = 1;
				end
			end
			play : begin
				if (silence) begin  
					beat_cnt = beat_cnt + 1;
					if(beat_cnt == 10000000) begin 
						state = init; 
						cur = cur + 1; 
					end
					buzz = 1;
				end
				else if (short) begin  
					beat_cnt = beat_cnt + 1;
					if(beat_cnt == 10000000) begin 
						state = init; 
						cur = cur + 1; 
					end
					tone_cnt = tone_cnt + 1;
					if(tone_cnt == tone_value) begin
						buzz = ~buzz;
						tone_cnt = 0;
					end
				end
				else begin  
					beat_cnt = beat_cnt + 1;
					if (beat_cnt == 40000000) begin 
						state = init; 
						cur = cur + 1; 
					end
					tone_cnt = tone_cnt + 1;
					if (tone_cnt == tone_value) begin
						buzz = ~buzz;
						tone_cnt = 0;
					end
				end	
			end
			default : state = init;
		endcase
	end
endmodule
File: /design/flow/run.sh
#!/bin/bash
# OpenROAD 26Q1-2900-gdf79404cd8, Yosys 0.63+post, stock flow scripts
make -C /OpenROAD-flow-scripts/flow DESIGN_CONFIG=/design/flow/config.mk WORK_HOME=/design/flow/orfs finish
==> flow_metrics.env <==
# yosys + openroad results
export IMPL_status="complete, no violations"
export IMPL_cp_common_cell="or4_1"
export IMPL_grt_pass1_wl_mm=22.2
export IMPL_cts_inserted_buffers=17
export IMPL_place_congestion=0.883
export IMPL_hpwl_mm=8.68
export IMPL_power_density_mw_per_mm2=261
export IMPL_num_vias=4852
export IMPL_post_cts_buffers=0
export IMPL_layout_top_cell="nor2_1"
export IMPL_portBuffers=10
export IMPL_io_pins=15
export IMPL_synth_cell_types=64
export IMPL_ant_nets=0
export IMPL_cap_violations=0
export IMPL_grt_start_max_net_pins=40
export IMPL_area_growth_pct=14.6
export IMPL_wl_mm=12.9
export IMPL_drc=0
export IMPL_maxSlewViolCount=0
export IMPL_setup_tns_ns=0
export IMPL_htree_levels=4
export IMPL_clock_latency_ns=0.41
export IMPL_fp_utilization_pct=30.9
export IMPL_path_delay_family="simple AND/OR/NAND/NOR gates"
export IMPL_dp_slack_ns=2.18
export IMPL_rsz0062_at_grt="false"
export IMPL_clock_root_buffer="clkbuf_16"
export IMPL_lay_top_cells="nor2_1 (81), edfxtp_1 (63), xor2_1 (47), nand2_1 (45), nand3_1 (44)"
export IMPL_yosys_warnings=1
export IMPL_ctsResizeCount=0
export IMPL_avgSynthCellArea_sq_um=9.59
export IMPL_clk_pin_slew_ns=0.06
export IMPL_cts_buffer_depth=2
export IMPL_clock_sinks=116
export IMPL_wl_per_cell_microns=13.1
export IMPL_final_area_sq_mm=0.00755
export IMPL_overflow=0
export IMPL_netlist_area_sq_mm=0.00659
export IMPL_fmax_mhz=249
export IMPL_drive_gt1_share_pct=8.35
export IMPL_vias_per_cell=4.94
export IMPL_grt_pass1_vias=4552
export IMPL_async_flop_share_pct=17.2
export IMPL_p_leak_nw=2.74
export IMPL_num_antenna_cells=0
export IMPL_ys_chip_area_sq_mm=0.00659
export IMPL_required_ns=6.44
export IMPL_yosys_register_bits=116
export IMPL_num_rows=53
export IMPL_die_width_microns=150
export IMPL_grt_antenna_before_repair=0
export IMPL_cts_hold_buffers=0
export IMPL_fill_cells=2086
export IMPL_critPathSlowestCell="or4_1"
export IMPL_track_usage_pct=12.3
export IMPL_criticalPathCategory="flip-flop to flip-flop"
export IMPL_cpPeakStageDelay_ns=0.65
export IMPL_die_y_microns=150
export IMPL_critPathArrivalTime_ns=4.35
export IMPL_setup_slack_ns=2.09
export IMPL_placed_cell_area_sq_mm=0.00693
export IMPL_critPathLaunchType="flip-flop"
export IMPL_synth_stat_cells=687
export IMPL_warning_count=34
export IMPL_endpoint_kind="flip-flop"
export IMPL_drt_iter0_markers=231
export IMPL_finalCritPeriodShare_pct=65.8
export IMPL_ir_worst_vdd_mv=0.153
export IMPL_synthCells=687
export IMPL_fin_skew_ns=0.00818
export IMPL_tritoncts="built"
export IMPL_hold_viol_final=0
export IMPL_cp_num_buf_inv=0
export IMPL_period_needed_ns=4.01
export IMPL_crit_chain="ha_1 > nand4_2 > or4_1 > or3_4 > a221oi_2 > nand4_1 > a211o_1 > or4_1 > nand3_1"
export IMPL_ys_seq_share_pct=46.4
export IMPL_edf_count=63
export IMPL_finalSetupViolations=0
export IMPL_maxSlewHeadroom_pct=42.5
export IMPL_tightest_slew_ns=0.863
export IMPL_firstDrtPassIters=5
export IMPL_core_area_sq_mm=0.0213
export IMPL_crit_fanout=24
export IMPL_ff_type="edfxtp_1"
export IMPL_hp_class="flip-flop to flip-flop"
export IMPL_dieArea_sq_mm=0.0225
[layer usage]
layer	GRT usage, %	routed length [microns]	up-vias
met3	2.75	614	15
met4	1.52	163	0
met2	18.3	5580	94
met1	19.3	6500	2252
met5	0	0	-
li1	-	-	2491
[cell families after synthesis]
kind of cell | after synthesis | share of synthesized area (%)
mux | 9 | 1.41
fa+ha+maj | 14 | 2.66
simple gates | 322 | 26.3
other cells | 2 | 0.114
buf+inv | 55 | 3.78
flops | 116 | 46.4
xor+xnor | 86 | 11.4
compound gates | 83 | 7.96
[power by group]
| part | internal (mW) | switching [mW] | total [mW] |
|---|---|---|---|
| Sequential | 0.847 | 0.0285 | 0.876 |
| Clock | 0.678 | 0.341 | 1.02 |
| Combinational | 0.0312 | 0.0438 | 0.0751 |
[path summary, 6_finish.rpt]
check,slack [ns],cells after the start,from,endpoint
max,2.09,9,beat_cnt[0]$_SDFFCE_PN0N_,cur[12]$_DFFE_PP0P_
min,0.44,1,ctr[20]$_DFF_P_,ctr[20]$_DFF_P_
max reg2reg,2.09,9,beat_cnt[0]$_SDFFCE_PN0N_,cur[12]$_DFFE_PP0P_
min reg2reg,0.44,1,ctr[20]$_DFF_P_,ctr[20]$_DFF_P_
max in group asynchronous,4.02,3,rb,state$_DFF_PP0_
min in group asynchronous,1.54,2,rb,buzz$_DFFE_PP1P_
[worst reg2reg max path: cells and delay by family (launching register included)]
| family | cells | cell delay [ns] |
|---|---|---|
| AOI/OAI and AO/OA | 2 | 0.87 |
| adders and majority gates | 1 | 0.34 |
| DFF | 1 | 0.48 |
| and+or+nand+nor | 6 | 2.26 |
[sequential cells by signal, indices dropped and copies added, names as in the netlist]
name and count:
b 4, cur 17, tone_cnt 17, silence 1, stop 1, ctr 25
short 1, beat_cnt 33, buzz 1, s 4, tone_value 11, state 1
[Yosys cell counts (all sizes together), types with 3 or more instances]
cell type | number | share of area, %
nor2b | 5 | 0.48
edfxtp | 63 | 29
or3 | 13 | 1.3
o21a | 4 | 0.46
buf | 15 | 1.5
and3 | 15 | 1.4
dfxtp | 33 | 10
nor3 | 24 | 2.0
o211ai | 4 | 0.46
or2 | 6 | 0.57
nor3b | 4 | 0.46
xnor2 | 39 | 5.2
clkbuf | 13 | 0.76
mux2i | 7 | 1.1
nor4 | 15 | 1.7
nand2 | 45 | 2.6
nand2b | 4 | 0.38
a211oi | 4 | 0.46
a21boi | 3 | 0.34
ha | 14 | 2.7
nand4 | 30 | 3.1
xor2 | 47 | 6.3
and4 | 8 | 1.1
or4 | 12 | 1.4
dfrtp | 19 | 7.2
nor2 | 81 | 4.6
o21ai | 25 | 1.9
and2 | 10 | 0.95
inv | 27 | 1.5
o31ai | 5 | 0.57
nand3 | 45 | 3.5
a21oi | 22 | 1.7
[metrics by stage]
step                      instances  utilization, %  hold slack, ns  power (mW)
after global placement          950            32.5           0.437       0.966
after global routing            982            35.5           0.461        2.04
final                           982            35.5           0.443        1.97
after floorplan                 689               -           0.406       0.935
after detailed placement        950            32.5           0.430       0.966
after CTS                       982            35.5           0.446        1.99
[area by class of cell]
type	instances	area, sq um	share of cell area (%)
Sequential cell	116	3050	40.5
Tap cell	275	344	4.56
Timing Repair Buffer	14	130	1.72
Clock inverter	6	58.8	0.779
Multi-Input combinational cell	518	3300	43.7
Clock buffer	26	564	7.48
Inverter	27	101	1.34
No activity file was given, so power comes from the tool's default toggle rates.
