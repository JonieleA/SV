`/design/flow/run.sh`:
```
#!/bin/bash
# OpenROAD 26Q1-2900-gdf79404cd8, Yosys 0.63+post, stock flow scripts
make -C /OpenROAD-flow-scripts/flow DESIGN_CONFIG=/design/flow/config.mk WORK_HOME=/design/flow/orfs finish
```
`/design/flow/config.mk`:
```
export PLATFORM = sky130hd
export DESIGN_NAME = universal_shift_reg
export DESIGN_NICKNAME = universal_shift_reg
export VERILOG_FILES = /design/flow/design.v
export SDC_FILE = /design/flow/constraint.sdc
export NUM_CORES = 4
export LEC_CHECK = 1
export CORE_AREA = 10 10 108 108
export DIE_AREA = 0 0 118 118
```
`/design/flow/constraint.sdc`:
```
current_design universal_shift_reg

set clk_period 3.9
set clk_io_pct 0.2

create_clock -name clk0 -period $clk_period [get_ports {clk}]

set non_clock_inputs [all_inputs -no_clocks]
set_input_delay [expr $clk_period * $clk_io_pct] -clock clk0 $non_clock_inputs
set_output_delay [expr $clk_period * $clk_io_pct] -clock clk0 [all_outputs]
```
`/design/flow/design.v`:
```
module universal_shift_reg (clk, res_n, Set, D, F, Q);
input logic 		 clk, res_n;
input logic [2:0] 		  Set;
input logic [15:0] 			 D;
output logic [15:0] 			 Q;
output logic 					 F;
typedef enum logic [2:0] {LOAD = 3'b000, PARAL_OUT, SERIAL_OUT, LOG_SHIFT_LEFT,
								  LOG_SHIFT_RIGHT, RING_SHIFT_LEFT, RING_SHIFT_RIGHT} state_t;
state_t 		state, nextstate;
logic [15:0] 				 DATA;
task changeState (input logic [2:0] Set, input state_t state,
					  output state_t nextstate);
   case(Set)
   		LOAD             : nextstate = LOAD;
   		PARAL_OUT        : nextstate = PARAL_OUT;
   		SERIAL_OUT       : nextstate = SERIAL_OUT;
   		LOG_SHIFT_LEFT   : nextstate = LOG_SHIFT_LEFT;
   		LOG_SHIFT_RIGHT  : nextstate = LOG_SHIFT_RIGHT;
   		RING_SHIFT_LEFT  : nextstate = RING_SHIFT_LEFT;
   		RING_SHIFT_RIGHT : nextstate = RING_SHIFT_RIGHT;
			default          : nextstate = state;
	endcase
endtask
always_ff @(posedge clk or negedge res_n) begin
	if (!res_n)
		state <= LOAD;
	else
		state <= nextstate;
end
always_comb begin
  case (state)
    LOAD       		: changeState (Set, state, nextstate);
    PARAL_OUT 			: changeState (Set, state, nextstate);
    SERIAL_OUT 		: changeState (Set, state, nextstate);
    LOG_SHIFT_LEFT 	: changeState (Set, state, nextstate);
    LOG_SHIFT_RIGHT  : changeState (Set, state, nextstate);
    RING_SHIFT_LEFT  : changeState (Set, state, nextstate);
    RING_SHIFT_RIGHT : changeState (Set, state, nextstate);
    default 			: nextstate = PARAL_OUT;
  endcase
end
always_ff @(posedge clk or negedge res_n) begin
	if (!res_n)
		DATA <= 0;
	else begin
		if (state == LOAD && Set == LOAD)
			DATA <= D;
		else if (state == LOG_SHIFT_LEFT || state == SERIAL_OUT)
			DATA <= DATA << 1;
		else if (state == LOG_SHIFT_RIGHT)
			DATA <= DATA >> 1;
		else if (state == RING_SHIFT_LEFT)
			DATA <= {DATA[14:0], DATA[15]};
		else if (state == RING_SHIFT_RIGHT)
			DATA <= {DATA[0], DATA[15:1]};
		else
			DATA <= DATA;
	end
end
assign Q = (state == PARAL_OUT) ? DATA : 16'b0;
assign F = (state == SERIAL_OUT) ? DATA[15] : 1'b0;
logic [1023:0] textstate;
always_comb
	case ( state )
		LOAD 				  : textstate = "LOAD";
		PARAL_OUT 		  : textstate = "PARAL_OUT";
		SERIAL_OUT 		  : textstate = "SERIAL_OUT";
		LOG_SHIFT_LEFT   : textstate = "LOG_SHIFT_LEFT";
		LOG_SHIFT_RIGHT  : textstate = "LOG_SHIFT_RIGHT";
		RING_SHIFT_LEFT  : textstate = "RING_SHIFT_LEFT";
		RING_SHIFT_RIGHT : textstate = "RING_SHIFT_RIGHT";
		default 			  : textstate = "PARAL_OUT";
endcase
endmodule
```
==> out/qor.txt <==
outcome: complete, no violations
Post-synth regs: 23
cell total in the yosys stat output: 145
Worst Hold Class: flip-flop to flip-flop
H-tree depth: 1
final non-filler cell total: 308
Largest cells by area: sky130_fd_sc_hd__dfrtp_1, sky130_fd_sc_hd__mux2i_1, sky130_fd_sc_hd__o2bb2ai_1, sky130_fd_sc_hd__and2_1, sky130_fd_sc_hd__a21oi_2
mapped cell area: 0.00144 sq mm
hold_sp: state[0]$_DFF_PN1_
Final ANT Viol Nets: 0
sum of routed wire length over all layers: 4080 um
Worst Hold End: state[0]$_DFF_PN1_
summed negative setup slack over all endpoints: 0 ns
cell-by-cell trace of the critical path: and2_1 -> clkdlybuf4s50_1
Critical Path Max Stage Delay: 0.63 ns
Critical-path top delay cell: sky130_fd_sc_hd__dfrtp_1
post-cts hold-fix buffer tally: 0
P per Cell Area: 440 mW/mm^2
Seq/Total Area, Yosys: 40.2%
width of the die: 118 um
reg2reg end: DATA[9]$_DFFE_PN0P_
Inserted Clock Buffers: 3
Inst Count DP: 304
Switching Fraction: 34.9%
chip area from the yosys synthesis statistics: 0.00144 sq mm
count of buffers added by post-CTS timing repair for setup: 0
cells on worst reg2reg path: 4
Clock Latency Late Sink: 0.27 ns
cell depth of the worst hold path: 2
Tcrit/Tclk final: 60.6%
kind of end point of the critical path: output pin
core area: 0.00928 sq mm
post-synthesis to final-layout area growth: 36.6%
count of pins on the block boundary: 38
final hold viol count: 0
net switching power figure: 0.000301 W
reg-to-reg setup timing slack: 2.24 ns
cells resized by post-CTS repair: 0
first-pass GRT wire length: 6870 um
top achievable clock speed: 423 MHz
skew final: 0.00357 ns
Global Route Usage Sum: 5.98%
fraction of power consumed by combinational cells: 35.6%
endpoints failing setup: 0
Longest Clk Path Bufs: 2
via count: 1141
CTS root buffer: sky130_fd_sc_hd__clkbuf_8
yosys warns: 1
count of different cell masters after synthesis: 25
Peak VDD IR: 135 uV
pin count of the biggest net entering global routing: 24
DRC errors left: 0
vias per cell: 3.70
number of logged tool warnings: 25
max-slew violation count: 0
pre-CTS setup slack: 1.44 ns
post-route worst setup slack: 1.54 ns
DPL Wire Length: 3080 um
Std-Cell Rows: 35
fill cell count: 1036
synthesized area divided by synthesized cell count: 9.91 sq um
clk sink count: 23
number of buffers inserted by port buffering: 37
routed length per placed instance: 13.3 um
number of cells produced by synthesis: 145
Clk network pwr share: 17.6%
worst-path fanout max: 17
antenna diode instance count: 0
Worst Tran Pin Value: 0.495 ns
FF-to-FF Start: state[6]$_DFF_PN0_
# Max-Cap Violations: 0
type of the worst setup path: flip-flop to output pin
clock slew at the register clock pins of the worst setup and hold paths: 0.08 ns
routability cong.: 0.761
clock tree from TritonCTS: built
startpoint types: flip-flop
hold_ws: 0.511 ns
global route total overflow: 0
data required time of the critical path: 3.12 ns
unrepaired setup endpoints after global routing: no
area share of the leading cell type in the synthesized netlist: 38.3%
antenna violations before repair: 0
normalized max-slew margin: 66.9%
cell-internal power: 0.000562 W
vias in the first global route: 1218
Data arrival, critical path: 1.58 ns
leakage power: 0.718 nW
post-layout minimum cycle time: 2.36 ns
share of total power in sequential cells: 46.8%
total die area: 0.0139 sq mm
First-pass DRT Iterations: 5
Init Core Util: 15.5%
fraction of final layout cells sized beyond drive strength 1: 14.0%
biggest area consumer among synthesized cells: sky130_fd_sc_hd__dfrtp_1
first-iteration detailed-routing DRC count: 56
die height: 118 um
## kinds of logic (layout without fill, tap and decap cells)
logic type | Yosys count | count (layout) | share of synthesized area (%)
multiplexers | 15 | 15 | 10.5
flip-flops | 23 | 23 | 40.2
AND-OR/OR-AND | 41 | 41 | 21.5
buffers and inverters | 13 | 47 | 5.75
AND/OR/NAND/NOR | 53 | 53 | 22.1
## layout by cell type (no fill, tap or decap)
| master | Yosys | layout |
|---|---|---|
| sky130_fd_sc_hd__a21oi_1 | 10 | 10 |
| sky130_fd_sc_hd__a21oi_2 | 12 | 12 |
| sky130_fd_sc_hd__and2_1 | 20 | 20 |
| sky130_fd_sc_hd__buf_4 | 2 | 2 |
| sky130_fd_sc_hd__clkbuf_8 | 0 | 3 |
| sky130_fd_sc_hd__clkdlybuf4s50_1 | 0 | 37 |
| sky130_fd_sc_hd__clkinv_2 | 0 | 1 |
| sky130_fd_sc_hd__dfrtp_1 | 22 | 22 |
| sky130_fd_sc_hd__dfstp_2 | 1 | 1 |
| sky130_fd_sc_hd__inv_1 | 4 | 4 |
| sky130_fd_sc_hd__mux2i_1 | 15 | 15 |
| sky130_fd_sc_hd__nand2_1 | 4 | 4 |
| sky130_fd_sc_hd__nand2_2 | 2 | 2 |
| sky130_fd_sc_hd__nand3_1 | 3 | 3 |
| sky130_fd_sc_hd__nor2_1 | 17 | 17 |
| sky130_fd_sc_hd__nor2_4 | 1 | 1 |
| sky130_fd_sc_hd__nor2_8 | 1 | 1 |
| sky130_fd_sc_hd__nor3_1 | 1 | 1 |
| sky130_fd_sc_hd__nor4b_4 | 1 | 1 |
| sky130_fd_sc_hd__o21ai_0 | 3 | 3 |
| sky130_fd_sc_hd__o21bai_1 | 1 | 1 |
| sky130_fd_sc_hd__o2bb2ai_1 | 15 | 15 |
| sky130_fd_sc_hd__or2b_1 | 1 | 1 |
| sky130_fd_sc_hd__or4_1 | 1 | 1 |
| sky130_fd_sc_hd__or4_4 | 1 | 1 |
## area by class of cell
type | instances | area (sq um) | share of cell area [%]
inverter | 4 | 15.0 | 0.765
tap | 129 | 161 | 8.23
sequential | 23 | 577 | 29.4
multi-input combinational | 109 | 777 | 39.6
clock buffer | 3 | 41.3 | 2.10
clock inverter | 1 | 5.00 | 0.255
timing repair buffer | 39 | 385 | 19.6
## through the flow
step,utilization (%),total power (W),cell area [sq um]
5_1_grt,21.1,0.000937,1960
4_1_cts,21.1,0.000870,1960
3_5_place_dp,20.6,0.000718,1920
6_report,21.1,0.000862,1960
3_3_place_gp,20.6,0.000708,1920
2_1_floorplan,-,0.000605,1440
## worst max-delay path, delay by kind of cell (launching register included)
family	cells	cell delay (ns)
flip-flops	1	0.63
buffers and inverters	1	0.47
AND/OR/NAND/NOR	1	0.22
## cells in the mapped netlist
master	number
sky130_fd_sc_hd__o21bai_1	1
sky130_fd_sc_hd__dfstp_2	1
sky130_fd_sc_hd__nor4b_4	1
sky130_fd_sc_hd__nor2_4	1
sky130_fd_sc_hd__a21oi_1	10
sky130_fd_sc_hd__mux2i_1	15
sky130_fd_sc_hd__nor2_8	1
sky130_fd_sc_hd__o21ai_0	3
sky130_fd_sc_hd__inv_1	4
sky130_fd_sc_hd__nor2_1	17
sky130_fd_sc_hd__buf_4	2
sky130_fd_sc_hd__buf_6	3
sky130_fd_sc_hd__dfrtp_1	22
sky130_fd_sc_hd__or2b_1	1
sky130_fd_sc_hd__o2bb2ai_1	15
sky130_fd_sc_hd__nor3_1	1
sky130_fd_sc_hd__nand3_1	3
sky130_fd_sc_hd__nand2_2	2
sky130_fd_sc_hd__nand2_1	4
sky130_fd_sc_hd__or4_4	1
sky130_fd_sc_hd__buf_2	3
sky130_fd_sc_hd__a21oi_2	12
sky130_fd_sc_hd__clkbuf_1	1
sky130_fd_sc_hd__and2_1	20
sky130_fd_sc_hd__or4_1	1
## metal layers
layer	up-vias	track usage, %	part of all wire, %
met5	-	0	0
met4	0	0.232	0.44
met3	2	2.09	6.3
met2	23	9.44	47
met1	536	8.12	46
li1	580	-	-
## worst max-delay path by stage
| stage | from | to | slack, ns | cells past startpoint |
|---|---|---|---|---|
| after CTS | state[4]$_DFF_PN0_ | Q[12] | 1.47 | 2 |
| after global routing | state[4]$_DFF_PN0_ | Q[7] | 1.39 | 2 |
| final | state[4]$_DFF_PN0_ | Q[12] | 1.54 | 2 |
## registers in the layout (all words and copies together) (netlist names)
signal  count
state       7
DATA       16
## power groups by stage
| stage | Clock, W | Sequential, W | Combinational, W |
|---|---|---|---|
| CTS | 0.000156 | 0.000403 | 0.000311 |
| global route | 0.000168 | 0.000420 | 0.000348 |
| finish | 0.000152 | 0.000404 | 0.000307 |
Power figures rest on the tool's default switching activity, not on a simulated workload.
